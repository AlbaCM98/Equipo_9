==> flow/design.v <==
module Mux32to1 #(
	parameter WIDTH=32
)
(
	input [4:0] Sel,
	input [WIDTH-1:0] I0,I1,I2,I3,I4,I5,I6,I7,I8,I9,I10,I11,I12,I13,I14,I15,I16,I17,I18,I19,I20,
							I21,I22,I23,I24,I25,I26,I27,I28,I29,I30,I31,
   output reg [WIDTH-1:0] Data_out
); 
always@(*) begin
      case(Sel)
         0: Data_out = I0;
         1: Data_out = I1;
         2: Data_out = I2;
			3: Data_out = I3;
         4: Data_out = I4;
         5: Data_out = I5;
			6: Data_out = I6;
         7: Data_out = I7;
         8: Data_out = I8;
			9: Data_out = I9;
         10: Data_out = I10;
			11: Data_out = I11;
         12: Data_out = I12;
			13: Data_out = I13;
         14: Data_out = I14;
         15: Data_out = I15;
			16: Data_out = I16;
         17: Data_out = I17;
         18: Data_out = I18;
			19: Data_out = I19;
         20: Data_out = I20;
			21: Data_out = I21;
         22: Data_out = I22;
			23: Data_out = I23;
         24: Data_out = I24;
         25: Data_out = I25;
			26: Data_out = I26;
         27: Data_out = I27;
         28: Data_out = I28;
			29: Data_out = I29;
         30: Data_out = I30;
			31: Data_out = I31;
			endcase
		end
endmodule
module Pri_deco(
input [4:0] Wregister,
output reg [31:0] out
);
always @(*) begin
	case(Wregister)
		0: out = 32'b0000_0000_0000_0000_0000_0000_0000_0000;
		1: out = 32'b0000_0000_0000_0000_0000_0000_0000_0001;
		2: out = 32'b0000_0000_0000_0000_0000_0000_0000_0010;
		3: out = 32'b0000_0000_0000_0000_0000_0000_0000_1000;
		4: out = 32'b0000_0000_0000_0000_0000_0000_0001_0000;
		5: out = 32'b0000_0000_0000_0000_0000_0000_0010_0000;
		6: out = 32'b0000_0000_0000_0000_0000_0000_0100_0000; 
		7: out = 32'b0000_0000_0000_0000_0000_0000_1000_0000;
		8: out = 32'b0000_0000_0000_0000_0000_0001_0000_0000;
		9: out = 32'b0000_0000_0000_0000_0000_0010_0000_0000;
		10: out = 32'b0000_0000_0000_0000_0000_0100_0000_0000;
		11: out = 32'b0000_0000_0000_0000_0000_1000_0000_0000;
		12: out = 32'b0000_0000_0000_0000_0001_0000_0000_0000;
		13: out = 32'b0000_0000_0000_0000_0010_0000_0000_0000;
		14: out = 32'b0000_0000_0000_0000_0100_0000_0000_0000;
		15: out = 32'b0000_0000_0000_0000_1000_0000_0000_0000;
		16: out = 32'b0000_0000_0000_0001_0000_0000_0000_0000;
		17: out = 32'b0000_0000_0000_0010_0000_0000_0000_0000;
		18: out = 32'b0000_0000_0000_0100_0000_0000_0000_0000;
		19: out = 32'b0000_0000_0000_1000_0000_0000_0000_0000;
		20: out = 32'b0000_0000_0001_0000_0000_0000_0000_0000;
		21: out = 32'b0000_0000_0010_0000_0000_0000_0000_0000;
		22: out = 32'b0000_0000_0100_0000_0000_0000_0000_0000;
		23: out = 32'b0000_0000_1000_0000_0000_0000_0000_0000;
		24: out = 32'b0000_0001_0000_0000_0000_0000_0000_0000;
		25: out = 32'b0000_0010_0000_0000_0000_0000_0000_0000;
		26: out = 32'b0000_0100_0000_0000_0000_0000_0000_0000;
		27: out = 32'b0000_1000_0000_0000_0000_0000_0000_0000;
		28: out = 32'b0001_0000_0000_0000_0000_0000_0000_0000;
		29: out = 32'b0010_0000_0000_0000_0000_0000_0000_0000;
		30: out = 32'b0100_0000_0000_0000_0000_0000_0000_0000;
		31: out = 32'b1000_0000_0000_0000_0000_0000_0000_0000;
	endcase
end
endmodule 
module Reg_wrap#(
	parameter N = 32
)
(
	input clk, reset, Reg_write_in,
	input [4:0] Write_Register_1, Read_Register_1, Read_Register_2,
	input [N-1:0] Write_Data,
	output [N-1:0] Read_Data_1, Read_Data_2	
);
Register_File register(
		.clk(clk), 
		.reset(reset), 
		.Reg_write_in(Reg_write_in),
		.Write_Register_1(Write_Register_1), 
		.Read_Register_1(Read_Register_1), 
		.Read_Register_2(Read_Register_2),
		.Write_Data(Write_Data),
		.Read_Data_1(Read_Data_1), 
		.Read_Data_2(Read_Data_2)
);
endmodule 
module Register #(
	parameter N=32
)
(	
	input [N-1:0] D,
	input clk, rst, en,  
	output reg [N-1:0] Q	
);
always@(negedge rst or posedge clk) begin	
	if(rst==0)
		Q <= 1'b0;
	else if (en==1)
		Q <= D;
	end
endmodule 
module Register_File
#(
	parameter N = 32
)
(
	input clk, reset, Reg_write_in,
	input [4:0] Write_Register_1, Read_Register_1, Read_Register_2,
	input [N-1:0] Write_Data,
	output wire [N-1:0] Read_Data_1, Read_Data_2
);
wire [32 * N - 1: 0] q;
wire [32:0] t;  
Pri_deco decoprioridad(.Wregister(Write_Register_1), .out(t));
Register zero (.D(Write_Data), .clk(clk), .rst(reset), .en(Reg_write_in & t[0]), .Q(q[N-1:0]));
Register at (.D(Write_Data), .clk(clk), .rst(reset), .en(Reg_write_in & t[1]), .Q(q[2*N-1:1*N]));
Register v0 (.D(Write_Data), .clk(clk), .rst(reset), .en(Reg_write_in & t[2]), .Q(q[3*N-1:2*N]));
Register v1 (.D(Write_Data), .clk(clk), .rst(reset), .en(Reg_write_in & t[3]), .Q(q[4*N-1:3*N]));
Register a0 (.D(Write_Data), .clk(clk), .rst(reset), .en(Reg_write_in & t[4]), .Q(q[5*N-1:4*N]));
Register a1 (.D(Write_Data), .clk(clk), .rst(reset), .en(Reg_write_in & t[5]), .Q(q[6*N-1:5*N]));
Register a2 (.D(Write_Data), .clk(clk), .rst(reset), .en(Reg_write_in & t[6]), .Q(q[7*N-1:6*N]));
Register a3 (.D(Write_Data), .clk(clk), .rst(reset), .en(Reg_write_in & t[7]), .Q(q[8*N-1:7*N]));
Register t0 (.D(Write_Data), .clk(clk), .rst(reset), .en(Reg_write_in & t[8]), .Q(q[9*N-1:8*N]));
Register t1 (.D(Write_Data), .clk(clk), .rst(reset), .en(Reg_write_in & t[9]), .Q(q[10*N-1:9*N]));
Register t2 (.D(Write_Data), .clk(clk), .rst(reset), .en(Reg_write_in & t[10]), .Q(q[11*N-1:10*N]));
Register t3 (.D(Write_Data), .clk(clk), .rst(reset), .en(Reg_write_in & t[11]), .Q(q[12*N-1:11*N]));
Register t4 (.D(Write_Data), .clk(clk), .rst(reset), .en(Reg_write_in & t[12]), .Q(q[13*N-1:12*N]));
Register t5 (.D(Write_Data), .clk(clk), .rst(reset), .en(Reg_write_in & t[13]), .Q(q[14*N-1:13*N]));
Register t6 (.D(Write_Data), .clk(clk), .rst(reset), .en(Reg_write_in & t[14]), .Q(q[15*N-1:14*N]));
Register t7 (.D(Write_Data), .clk(clk), .rst(reset), .en(Reg_write_in & t[15]), .Q(q[16*N-1:15*N]));
Register s0 (.D(Write_Data), .clk(clk), .rst(reset), .en(Reg_write_in & t[16]), .Q(q[17*N-1:16*N]));
Register s1 (.D(Write_Data), .clk(clk), .rst(reset), .en(Reg_write_in & t[17]), .Q(q[18*N-1:17*N]));
Register s2 (.D(Write_Data), .clk(clk), .rst(reset), .en(Reg_write_in & t[18]), .Q(q[19*N-1:18*N]));
Register s3 (.D(Write_Data), .clk(clk), .rst(reset), .en(Reg_write_in & t[19]), .Q(q[20*N-1:19*N]));
Register s4 (.D(Write_Data), .clk(clk), .rst(reset), .en(Reg_write_in & t[20]), .Q(q[21*N-1:20*N]));
Register s5 (.D(Write_Data), .clk(clk), .rst(reset), .en(Reg_write_in & t[21]), .Q(q[22*N-1:21*N]));
Register s6 (.D(Write_Data), .clk(clk), .rst(reset), .en(Reg_write_in & t[22]), .Q(q[23*N-1:22*N]));
Register s7 (.D(Write_Data), .clk(clk), .rst(reset), .en(Reg_write_in & t[23]), .Q(q[24*N-1:23*N]));
Register t8 (.D(Write_Data), .clk(clk), .rst(reset), .en(Reg_write_in & t[24]), .Q(q[25*N-1:24*N]));
Register t9 (.D(Write_Data), .clk(clk), .rst(reset), .en(Reg_write_in & t[25]), .Q(q[26*N-1:25*N]));
Register k0 (.D(Write_Data), .clk(clk), .rst(reset), .en(Reg_write_in & t[26]), .Q(q[27*N-1:26*N]));
Register k1 (.D(Write_Data), .clk(clk), .rst(reset), .en(Reg_write_in & t[27]), .Q(q[28*N-1:27*N]));
Register gp (.D(Write_Data), .clk(clk), .rst(reset), .en(Reg_write_in & t[28]), .Q(q[29*N-1:28*N]));
Register sp (.D(Write_Data), .clk(clk), .rst(reset), .en(Reg_write_in & t[29]), .Q(q[30*N-1:29*N]));
Register fp (.D(Write_Data), .clk(clk), .rst(reset), .en(Reg_write_in & t[30]), .Q(q[31*N-1:30*N]));
Register ra (.D(Write_Data), .clk(clk), .rst(reset), .en(Reg_write_in & t[31]), .Q(q[32*N-1:31*N]));
Mux32to1 MUX1 (.I0(q[N-1:0]),
					.I1(q[2*N-1:1*N]),
					.I2(q[3*N-1:2*N]),
					.I3(q[4*N-1:3*N]),
					.I4(q[5*N-1:4*N]),
					.I5(q[6*N-1:5*N]),
					.I6(q[7*N-1:6*N]),
					.I7(q[8*N-1:7*N]),
					.I8(q[9*N-1:8*N]),
					.I9(q[10*N-1:9*N]),
					.I10(q[11*N-1:10*N]),
					.I11(q[12*N-1:11*N]),
					.I12(q[13*N-1:12*N]),
					.I13(q[14*N-1:12*N]),
					.I14(q[15*N-1:14*N]),
					.I15(q[16*N-1:15*N]),
					.I16(q[17*N-1:16*N]),
					.I17(q[18*N-1:17*N]),
					.I18(q[19*N-1:18*N]),
					.I19(q[20*N-1:19*N]),
					.I20(q[21*N-1:20*N]),
					.I21(q[22*N-1:21*N]),
					.I22(q[23*N-1:22*N]),
					.I23(q[24*N-1:23*N]),
					.I24(q[25*N-1:24*N]),
					.I25(q[26*N-1:25*N]),
					.I26(q[27*N-1:26*N]),
					.I27(q[28*N-1:27*N]),
					.I28(q[29*N-1:28*N]),
					.I29(q[30*N-1:29*N]),
					.I30(q[31*N-1:30*N]),
					.I31(q[32*N-1:31*N]),
					.Sel(Read_Register_1), 
					.Data_out(Read_Data_1));
Mux32to1 MUX2 (.I0(q[N-1:0]),
					.I1(q[2*N-1:1*N]),
					.I2(q[3*N-1:2*N]),
					.I3(q[4*N-1:3*N]),
					.I4(q[5*N-1:4*N]),
					.I5(q[6*N-1:5*N]),
					.I6(q[7*N-1:6*N]),
					.I7(q[8*N-1:7*N]),
					.I8(q[9*N-1:8*N]),
					.I9(q[10*N-1:9*N]),
					.I10(q[11*N-1:10*N]),
					.I11(q[12*N-1:11*N]),
					.I12(q[13*N-1:12*N]),
					.I13(q[14*N-1:12*N]),
					.I14(q[15*N-1:14*N]),
					.I15(q[16*N-1:15*N]),
					.I16(q[17*N-1:16*N]),
					.I17(q[18*N-1:17*N]),
					.I18(q[19*N-1:18*N]),
					.I19(q[20*N-1:19*N]),
					.I20(q[21*N-1:20*N]),
					.I21(q[22*N-1:21*N]),
					.I22(q[23*N-1:22*N]),
					.I23(q[24*N-1:23*N]),
					.I24(q[25*N-1:24*N]),
					.I25(q[26*N-1:25*N]),
					.I26(q[27*N-1:26*N]),
					.I27(q[28*N-1:27*N]),
					.I28(q[29*N-1:28*N]),
					.I29(q[30*N-1:29*N]),
					.I30(q[31*N-1:30*N]),
					.I31(q[32*N-1:31*N]),
					.Sel(Read_Register_2), 
					.Data_out(Read_Data_2));					
endmodule 
==> flow/run.sh <==
#!/bin/bash
# OpenROAD 26Q1-2900-gdf79404cd8, Yosys 0.63+post, stock flow scripts
make -C /OpenROAD-flow-scripts/flow DESIGN_CONFIG=/design/flow/config.mk WORK_HOME=/design/flow/orfs finish
==> flow/config.mk <==
export PLATFORM = sky130hd
export DESIGN_NAME = Reg_wrap
export DESIGN_NICKNAME = Reg_wrap
export VERILOG_FILES = /design/flow/design.v
export SDC_FILE = /design/flow/constraint.sdc
export NUM_CORES = 4
export LEC_CHECK = 1
export CORE_UTILIZATION = 50
==> flow/constraint.sdc <==
current_design Reg_wrap

set clk_period 7.7
set clk_io_pct 0.2

create_clock -name clk0 -period $clk_period [get_ports {clk}]

set non_clock_inputs [all_inputs -no_clocks]
set_input_delay [expr $clk_period * $clk_io_pct] -clock clk0 $non_clock_inputs
set_output_delay [expr $clk_period * $clk_io_pct] -clock clk0 [all_outputs]
==> results_slide.txt <==
Implementation Results

Run
  – Max_cap viols: 0
  – Tool warnings: 61

Floorplan
  – Site row count: 115
  – Floorplan utilization: 50.6%
  – Core area: 98,600 µm²
  – Die Y: 318 µm
  – I/O pins: 114
  – Die ar.: 101,000 µm²
  – Die width: 318 µm

Logic synthesis
  – Post-synth EDFFs: 0
  – Max-area cell share: 48.2%
  – Cell taking the most area after synthesis: dfrtp_1
  – Post-synth seq share: 48.2%
  – Fraction of registers with async set/reset: 100%
  – Post-synth mux share: 21.8%
  – AO/OA Area Share: 11.2%
  – Most common reg cell: dfrtp_1
  – Yosys adder share: 0%
  – Synthesis area per yosys: 49,800 µm²
  – Post-Syn Instances: 4,400
  – Simple-Gate Fraction of Synth Area: 14.7%
  – XOR Share, Synth: 0%
  – Ys cells: 4,400
  – Ys flops: 960
  – Mapped cell area: 49,800 µm²
  – Top area cells in the synthesized netlist: dfrtp_1, mux2_2, and3_1
  – Main logic family: multiplexers
  – Ys Warns: 6
  – Synth top cells by count: dfrtp_1, mux2_2, nand3_1, and3_1, clkbuf_1
  – Synthesized area per cell: 11.3 µm²
  – Synth cell types: 57

Route
  – Routed wire length: 276,000 µm
  – DRC viols: 0
  – Routed vias: 46,475
  – Average vias per placed instance: 8.01
  – Mean routed wirelength per cell: 47.5 µm
  – 1st-iter DRT viols: 6,916
  – Antenna Nets Post-Route: 0
  – DRT Pass-1 Iters: 10

Critical path
  – Most frequent CP cell: clkdlybuf4s50_1
  – CP Capture Type: output pin
  – Crit-path max FO: 19
  – Max stage delay on crit path: 1.15 ns
  – Crit-path cells: clkdlybuf4s50_1 -> nor3_2 -> and2_2 -> buf_4 -> a221oi_1 -> nand3_1 -> o32a_1 -> clkdlybuf4s50_1
  – Crit-path slowest cell: nor3_2
  – CP Class: in -> out
  – Data arrival time of the worst path: 5.79 ns
  – Critical path launch point type: input port
  – Register-to-register setup slack: 6.74 ns
  – Crit path required time: 6.16 ns

Final timing
  – Worst Tran Pin Value: 1.23 ns
  – Final setup fails: 0
  – Post-route setup slack: 0.372 ns
  – Fin crit period: 7.33 ns
  – Slew HR: 18.3%
  – Final hold violations: 0
  – Setup TNS: 0 ns
  – Unrepaired setup endpoints after global routing: false
  – Clk_skew: 0 ns
  – Final period utilization: 95.2%
  – Final hold slack: 0.525 ns
  – Final Max Tran Viols: 0
  – Max Clk Rate: 136 MHz

Placement
  – Post-Place Setup Slack: 0.727 ns
  – I/O Buffers: 113
  – GPL Wtd Cong: 1.10
  – Hpwl dp: 169,000 µm

CTS
  – Clock Tree Buf Depth: 3
  – Clock latency on the worst-skew pair: 0.72 ns
  – CTS tree: yes
  – CTS hold repair buffers: 0
  – CTS buffer count: 104
  – Setup bufs post-CTS: 0
  – Sink Count: 960
  – Root Driver: clkbuf_16
  – Reg clk slew, reported paths: 0.07 ns
  – H-tree Lvls: 3
  – Post-CTS sizing: 0

Power and ir drop
  – Total power draw: 14.7 mW
  – Worst VDD drop: 0.202 mV
  – Leak: 26.1 nW
  – PD cells: 258 nW/µm²

GRT
  – Total track usage: 56.9%
  – GR Overflow Total: 0
  – Antenna violations before repair: 34
  – First-pass GRT wire length: 375,000 µm
  – Largest net degree at the start of global routing: 125
  – Number of global-route vias before repair: 44,653

Layout
  – Area delta synth->final: 14.6%
  – Fillers: 8,164
  – Share of layout cells above drive strength 1: 34.0%

Hold path
  – Hold Path Class: reg -> reg

Run status
  – Status: finished clean
## cell families after synthesis
group / after synthesis
multiplexers: 964
buffers and inverters: 516
flip-flops: 960
AND-OR/OR-AND: 687
AND/OR/NAND/NOR: 1273
## placed cells by master, fill, tap and decap left out, types with 16 or more instances in the layout
cell             instances
dfrtp_1                960
a22oi_1                313
nand3_1                438
nor2_1                  18
and2_2                  20
clkbuf_8                23
diode_2                 36
buf_4                  261
nand2_2                 16
a221oi_1                42
clkinv_2                23
clkbuf_16              105
mux2_2                 960
nand4_1                169
or4_1                   19
and2_1                  38
nor2_4                  18
o21ai_0                 25
buf_12                  24
nand2_1                 29
a2111oi_0              126
clkdlybuf4s50_1        106
a222oi_1                34
o32a_1                  51
and3_1                 400
## final timing paths
| check | to | startpoint | cells past startpoint |
|---|---|---|---|
| min | register.a0.Q[5] | register.a0.Q[5] | 1 |
| min in group asynchronous | register.k0.Q[31] | reset | 1 |
| max | Read_Data_1[2] | Read_Register_1[0] | 8 |
| max in group asynchronous | register.t6.Q[19] | reset | 3 |
| min reg2reg | register.a0.Q[5] | register.a0.Q[5] | 1 |
| max reg2reg | register.s0.Q[23] | register.s0.Q[23] | 1 |
## per-layer routing
metal | wire, µm | vias up | part of all wire (%) | global-route usage (%)
met5 | 584 | - | 0.21 | 3.31
met4 | 26100 | 36 | 9.5 | 37.4
met3 | 50300 | 1677 | 18 | 39.0
met2 | 104000 | 4654 | 38 | 70.4
met1 | 94400 | 23072 | 34 | 71.5
li1 | - | 17036 | - | -
## critical path: cells and delay by family
| kind | cells | cell delay [ns] |
|---|---|---|
| buffers and inverters | 3 | 1.99 |
| AND-OR/OR-AND | 2 | 0.40 |
| AND/OR/NAND/NOR | 3 | 1.84 |
## stage by stage
step                      utilization [%]  instances  cell area [µm²]
after floorplan                         -       4400            49800
after global placement               54.1       5576            53400
after detailed placement             54.1       5576            53400
after CTS                            57.9       5769            57000
after global routing                 57.9       5776            57100
final                                58.0       5805            57100
## where the power goes
group	internal (mW)	switching (mW)	leakage [nW]
sequential	6.02	1.04	12.3
clock	3.19	2.25	1.82
combinational	1.12	1.08	12.0
## layout make-up
| cell class | count | area, µm² | area share [%] |
|---|---|---|---|
| diodes | 36 | 90.1 | 0.158 |
| clock buffers | 143 | 3000 | 5.25 |
| clock inverters | 50 | 676 | 1.18 |
| inverters | 8 | 30.0 | 0.0526 |
| multi-input cells | 2924 | 24200 | 42.3 |
| flip-flops and latches | 960 | 24000 | 42.1 |
| well taps | 1287 | 1610 | 2.82 |
| repair buffers | 397 | 3540 | 6.20 |
No activity file was given, so power comes from the tool's default toggle rates.
