--- design/flow/design.v ---
module ALU #(
	parameter WIDTH = 32
)
(
	output reg [WIDTH -1: 0] y,
	output zero, 
	input [WIDTH -1: 0] a, b,
	input [2:0] select,
	input c_in
);
reg cero;
always @(*) begin
		case ({select, c_in})
			4'b000_0: y = a + b;
			4'b001_0: y = a & b;
			4'b010_0: y = a | b;
			4'b011_0: y = a - b;
			4'b100_0: y = $signed(a) < $signed(b) ? 1 : 0;    
			4'b101_0: y = a << 1;
			4'b110_0: y = a >> 1;
			4'b111_0: y = 32'h0;
			default:		y = 32'h0;
		endcase
		cero = (y == 32'h0) ? 1 : 0; 
	end	
		assign zero = cero;
endmodule	
--- design/flow/run.sh ---
#!/bin/bash
# OpenROAD 26Q1-2900-gdf79404cd8, Yosys 0.63+post, stock flow scripts
make -C /OpenROAD-flow-scripts/flow DESIGN_CONFIG=/design/flow/config.mk WORK_HOME=/design/flow/orfs finish
--- design/flow/config.mk ---
export PLATFORM = sky130hd
export DESIGN_NAME = ALU
export DESIGN_NICKNAME = ALU
export VERILOG_FILES = /design/flow/design.v
export SDC_FILE = /design/flow/constraint.sdc
export NUM_CORES = 4
export LEC_CHECK = 1
export CORE_UTILIZATION = 30
--- design/flow/constraint.sdc ---
current_design ALU

set clk_period 19.4
set clk_io_pct 0.2

create_clock -name clk0 -period $clk_period

set non_clock_inputs [all_inputs -no_clocks]
set_input_delay [expr $clk_period * $clk_io_pct] -clock clk0 $non_clock_inputs
set_output_delay [expr $clk_period * $clk_io_pct] -clock clk0 [all_outputs]
==> impl_metrics.toml <==
# implementation run metrics
[finish]
syn2layout_area_growth_pct = 20.2
flops = 0
clockBufferCount = 0
drive_gt1_share_pct = 5.46
regArea_um2 = 0

[power]
pwr-share-seq_pct = 0
p_int_w = 0.0000851
power.switching_w = 0.000120
powerDensity_nw_per_um2 = 28.1
vdd_drop_max_uv = 16.1
swShare_pct = 58.5
p_comb_share_pct = 100.0
p_leak_nw = 3.07
pwr-share-clk_pct = 0

[placed_design]
gp_congestion = 0.992
portBuffers = 101
pre_cts_ws_ns = 6.63
post-dp-hpwl_um = 19100

[final_timing]
setup_viol = 0
relSlewSlack_pct = 38.0
setup_ws_ns = 6.54
drv_slew = 0
hold_violations = 0
worstMarginPinSlew_ns = 0.922
fin_crit_sh_pct = 66.3
min_period_ns = 12.86
rsz0062_at_grt = "false"
max_freq_mhz = 77.7
tns_ns = 0

[setup_path]
crit_type = "input port to primary output"
crit_path_max_fanout = 5
startpoint_type = "input port"
critPathRequiredTime_ns = 15.52
cp.arrival_ns = 8.98
crit_top_cell = "clkdlybuf4s50_1"
cp_top_family = "AND-OR/OR-AND gates"
critPathMaxStageDelay_ns = 0.63
path_buffers = 3
slowest_stage = "a211oi_2"
end_kind = "primary output"
crit_chain = "clkdlybuf4s50_1, inv_1, ha_1, o21bai_1, nand3_1, a211oi_2, o21ai_1, o21ai_0, o311ai_1, nor4_1, nand4_1, or4b_1, nor2_1, clkdlybuf4s50_1"

[die]
fp_util_pct = 30.9
die_w_um = 144
die-area_um2 = 20800
die_y_um = 144
pin_count = 101
core_area_um2 = 19700
fp-row-count = 51

[routing]
drtAntennaViolNets = 0
drt_iter0_markers = 661
drc = 0
wl_um = 24100
first_pass_iters = 10
vias_per_cell = 5.90
vias = 7393
antenna_cells = 0
wl_per_cell_um = 19.2

[synth]
synth.distinct_cells = 85
area_leaders = "ha_1 (20%), a21oi_1 (6.8%), inv_1 (6.5%)"
yosys_cells = 929
synth.avg_cell_area_um2 = 6.55
synth-warning-count = 1
most_common_cell = "inv_1"
netlist.area_leader.share_pct = 20.0
top_area_cell = "ha_1"
syn_inst = 929
synth_area_um2 = 6080
ys_seq_share_pct = 0
netlist_top_cells_count = "inv_1 (105), ha_1 (97), a21oi_1 (83), nand2_1 (78), nor2_1 (68)"
yosysChipArea_um2 = 6080

[clock_network]
cts_hold_buf = 0
ctsResizeCount = 0
postCtsSetupRepairBufs = 0

[grt]
grt_pass1_vias = 6839
grt_antenna_before_repair = 0
overflow = 0
grt_max_degree = 51
grt_pass1_wl_um = 38000
gr-usage-all-layers_pct = 23.5

[worst_hold_path]
hold_class = "input port to primary output"

[run_status]
status = "complete, no violations"

[run]
cap_violations = 0
warning_count = 97
==> through the flow <==
stage          instance area (um^2)  total power, W  utilization (%)  std cells  hold WS [ns]
2_1_floorplan                  6080        0.000123                -        929          7.84
3_3_place_gp                   7310        0.000202             37.2       1254          8.95
3_5_place_dp                   7310        0.000201             37.2       1254          8.93
4_1_cts                        7310        0.000202             37.2       1254          8.94
5_1_grt                        7310        0.000225             37.2       1254          8.97
6_report                       7310        0.000205             37.2       1254          8.91
==> cell families (layout without fill, tap and decap cells) <==
family / count (synthesis) / after routing / share of synthesized area [%]
AOI/OAI and AO/OA: 367 / 367 / 42.2
xor gates and xnor gates: 2 / 2 / 0.288
adders and majority gates: 99 / 99 / 20.6
buffers and inverters: 164 / 224 / 11.2
muxes: 5 / 5 / 0.844
and+or+nand+nor: 292 / 292 / 24.8
==> metal layers <==
layer / up-vias / part of all wire, % / track usage (%)
met3: 29 / 8.4 / 3.24
met4: 0 / 1.5 / 3.43
met2: 342 / 43 / 35.9
met5: - / 0 / 0
met1: 3418 / 48 / 35.6
li1: 3604 / - / -
==> final timing paths <==
| kind | from | to | slack [ns] | cells after the start |
|---|---|---|---|---|
| max | a[1] | zero | 6.54 | 14 |
| min | a[0] | y[1] | 8.91 | 4 |
==> tightest hold or removal path: stages <==
cell and delay (ns):
clkdlybuf4s50_1 0.44, a21boi_0 0.17, a211oi_1 0.13, clkdlybuf4s50_1 0.41
==> power groups by stage <==
stage	registers, W	logic, W	clock network, W
finish	0	0.000205	0
global route	0	0.000225	0
CTS	0	0.000202	0
==> cell usage in the layout, fill, tap and decap left out, drive strengths merged, types with 6 or more instances in the layout <==
master and count:
o31ai 12, a221oi 16, a21o 13, o21bai 11, nor2 69, o221ai 6
o21ai 72, a22oi 11, a2111oi 7, nand2 78, inv 107, a21oi 84
o22ai 8, nor3 27, or4 6, a222oi 9, clkdlybuf4s50 100, buf 17
a221o 6, o211ai 14, nand3 15, and2 6, nor2b 15, a211oi 16
ha 97, a31oi 10, o21a 10, nand2b 12, nor4 20, nand4 12
==> layout make-up <==
class / instances / area, um^2
inverter: 107 / 402
tap: 265 / 332
multi-input combinational: 765 / 5450
timing repair buffer: 117 / 1130
fill: 2160 / 12300
Power is estimated from default activity; no workload was simulated.
