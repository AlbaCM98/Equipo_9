--- run.sh ---
#!/bin/bash
# OpenROAD 26Q1-2900-gdf79404cd8, Yosys 0.63+post, stock flow scripts
make -C /OpenROAD-flow-scripts/flow DESIGN_CONFIG=/design/flow/config.mk WORK_HOME=/design/flow/orfs finish
--- config.mk ---
export PLATFORM = sky130hd
export DESIGN_NAME = RAM
export DESIGN_NICKNAME = RAM
export VERILOG_FILES = /design/flow/design.v
export SDC_FILE = /design/flow/constraint.sdc
export NUM_CORES = 4
export LEC_CHECK = 1
export CORE_UTILIZATION = 40
--- constraint.sdc ---
current_design RAM

set clk_period 53.6
set clk_io_pct 0.2

create_clock -name clk0 -period $clk_period [get_ports {clk}]

set non_clock_inputs [all_inputs -no_clocks]
set_input_delay [expr $clk_period * $clk_io_pct] -clock clk0 $non_clock_inputs
set_output_delay [expr $clk_period * $clk_io_pct] -clock clk0 [all_outputs]
--- design.v ---
module RAM
#
(
		parameter DATA_WIDTH=32,
		parameter ADDR_WIDTH=32,
		parameter MEMORY_DEPTH = 64
)
(
	input [(DATA_WIDTH-1):0] data,
	input [(ADDR_WIDTH-1):0] addr,
	input we, clk,
	output [(DATA_WIDTH-1):0] q
);
	reg [DATA_WIDTH-1:0] ram[MEMORY_DEPTH-1:0];
	reg [ADDR_WIDTH-1:0] addr_reg = 32'h1001_0000;
	always @ (posedge clk)
	begin
		if (we)
			ram[(addr-addr_reg) >> 2] <= data;
	end
	assign q = ram[(addr - addr_reg) >> 2];
endmodule
==> impl_metrics.env <==
# flow metrics
export IMPL_outcome="finished, final reports clean"
export IMPL_root_buffer="clkbuf_16"
export IMPL_final_max_slew_viol_count=0
export IMPL_max_freq_mhz=37.0
export IMPL_required_ns=42.88
export IMPL_die_h_um=444
export IMPL_syn_area_per_cell_um2=18.6
export IMPL_clk_pin_slew_ns=0.06
export IMPL_grt_pass1_wl_um=298000
export IMPL_drt_total_wl_um=206000
export IMPL_placeableCoreArea_mm2=0.195
export IMPL_syn_to_final_growth_pct=14.0
export IMPL_wire_per_inst_um=29.0
export IMPL_start_kind="input port"
export IMPL_grt_ovfl_total=0
export IMPL_cts_hold_buf=0
export IMPL_drc=0
export IMPL_htreeDepth=4
export IMPL_cp_arrival_ns=16.28
export IMPL_most_common_cell="edfxtp_1"
export IMPL_antenna_found_initial=4
export IMPL_worst_path_max_fanout=43
export IMPL_regMostFlops="ram"
export IMPL_setup_viol=0
export IMPL_grtUsageTotal_pct=22.9
export IMPL_hold_path_class="input port to flop"
export IMPL_ys_area_mm2=0.0783
export IMPL_relSlewSlack_pct=25.7
export IMPL_vias_per_cell=5.87
export IMPL_maxCapViolCount=0
export IMPL_rsz0062_at_grt="no"
export IMPL_synth_top_area_share_pct=78.6
export IMPL_antenna_left=0
export IMPL_ys_seq_share_pct=78.6
export IMPL_postSynthCellCount=4207
export IMPL_largest_register_ff_count=2048
export IMPL_clk_path_buf_depth=3
export IMPL_synth_cell_types=55
export IMPL_crit_type="input port to primary output"
export IMPL_synth_edff_count=2048
export IMPL_io_pins=98
export IMPL_drtIter0Drc=2695
export IMPL_fin_crit_sh_pct=50.4
export IMPL_pre_cts_ws_ns=26.77
export IMPL_hold_viol=0
export IMPL_common_cells="2,048 x edfxtp_1, 259 x mux2i_1, 188 x a22oi_1, 175 x a221oi_1, 168 x clkbuf_1"
export IMPL_synth_flops=2048
export IMPL_tool_warnings=55
export IMPL_io_buffers=71
export IMPL_fin_ws_ns=26.60
export IMPL_post_route_min_period_ns=27.00
export IMPL_end_kind="primary output"
export IMPL_fin_setup_tns_ns=0
export IMPL_pwr_density_cell_mw_per_mm2=37.2
export IMPL_cts_sinks=2048
export IMPL_gp_congestion=0.871
export IMPL_cts_setup_buffers=0
export IMPL_top_regs="ram (2048)"
export IMPL_ys_warn_count=1
export IMPL_fp_util_pct=40.2
export IMPL_leakage_nw=28.4
export IMPL_grt_max_degree=105
export IMPL_crit_end="q[16]"
export IMPL_async_flop_share_pct=0
export IMPL_cp_startpoint="addr[4]"
export IMPL_vdd_drop_max_v=0.0000327
export IMPL_grt_pass1_vias=43600
export IMPL_cts_buffers=200
export IMPL_rows=162
export IMPL_die_w_um=444
export IMPL_worst_pin_slew_ns=1.11
export IMPL_hpwl_um=114000
export IMPL_drtPass1Iterations=5
export IMPL_utilization_pct=45.9
export IMPL_vias=41600
export IMPL_flop_cell="edfxtp_1"
export IMPL_netlist_area_mm2=0.0783
export IMPL_area_leaders="edfxtp_1 79%, mux2i_1 3.3%, mux4_2 2.8%"
export IMPL_largest_area_cell="edfxtp_1"
export IMPL_drive_gt1_share_pct=18.6
export IMPL_cts_resized=0
export IMPL_ys_cells=4207
export IMPL_tritoncts="built"
export IMPL_die_area_mm2=0.197
-- through the flow --
| step | area (um^2) | std cells | power [mW] | hold WS [ns] |
|---|---|---|---|---|
| 5_1_grt | 89300 | 7093 | 3.42 | 10.31 |
| 3_3_place_gp | 82800 | 6718 | 1.98 | 11.17 |
| 6_report | 89300 | 7095 | 3.32 | 10.33 |
| 2_1_floorplan | 78300 | 4207 | 1.89 | 10.82 |
| 4_1_cts | 89300 | 7093 | 3.34 | 10.27 |
| 3_5_place_dp | 82800 | 6718 | 1.99 | 11.17 |
-- layout by cell type, fill, tap and decap left out, drive strengths merged, types with 3 or more instances in the layout --
cell type	count
edfxtp	2048
mux2i	259
clkbuf	246
buf	231
a22oi	188
a221oi	175
mux2	147
nor2	145
a21oi	121
clkinv	102
mux4	96
o22ai	93
and3	85
o21ai	85
o22a	70
a22o	66
nand3	54
a31oi	43
clkdlybuf4s50	36
nand2	28
nor3	22
nand2b	18
a211oi	17
a222oi	16
bufinv	16
o2bb2ai	15
a221o	15
or4	15
a2111oi	15
or4b	14
nor4	14
nor2b	8
inv	8
o221ai	6
clkinvlp	5
and2	5
or3	4
nand4	3
-- layout make-up --
type                            instances  area, um^2
Tap cell                             2542        3180
Inverter                                2        15.0
Fill cell                           15900      105000
Clock inverter                        129        1240
Sequential cell                      2048       61500
Antenna cell                            2        5.00
Timing Repair Buffer                  267        2050
Clock buffer                          246        5200
Multi-Input combinational cell       1859       16100
-- report_power, final --
part / switching (mW) / total, mW / internal [mW]
clock: 0.599 / 1.37 / 0.771
combinational: 0.119 / 0.175 / 0.0564
sequential: 0.00215 / 1.78 / 1.77
-- worst max-delay path, stage by stage --
cell	delay, ns
buf_8	0.27
buf_4	0.61
buf_4	0.56
buf_4	0.57
inv_1	0.08
buf_4	0.31
nor2_2	0.93
buf_4	0.40
a22oi_1	0.14
a31oi_1	0.57
a2111oi_1	0.11
buf_4	0.20
nand3_1	0.16
clkdlybuf4s50_1	0.49
-- routing by layer --
layer  global-route usage (%)  vias up  wire length, um
met3                     15.5      320            31600
met5                    0.977        -              271
met1                     28.9    21000            71600
met2                     33.3     2414            95500
li1                         -    17900                -
met4                     6.20        8             6990
-- cell families (layout without fill, tap and decap cells) --
logic type             Yosys count  after routing  share of synthesized area, %
flip-flops                    2048           2048                          78.6
AND-OR/OR-AND                  933            933                          8.73
buffers and inverters          300            644                          1.70
other                            0              2                             0
multiplexers                   502            502                          8.19
AND/OR/NAND/NOR                424            424                          2.83
-- worst min-delay path by stage --
| stage | start | end | slack, ns | cells past startpoint |
|---|---|---|---|---|
| 4_1_cts | data[22] | ram[6][22] | 10.27 | 1 |
| 5_1_grt | data[22] | ram[3][22] | 10.31 | 1 |
| 6_report | data[22] | ram[24][22] | 10.33 | 1 |
No activity file was given, so power comes from the tool's default toggle rates.
